==> design/flow/design.v <==
`timescale 1ns / 1ps
module folding_2(Xn,Yn,a,b,clk,switch,rst);
parameter n=16;
input [n-1:0]Xn,a,b;
input clk,switch,rst;
output reg [n-1:0]Yn;
wire signed [n-1:0]w[1:15];
mult_16X16 M(w[14],w[9],w[10]);       
ripplemod add( w[1],w[15], 0, w[2], );  
mux u1(w[12],Xn,w[1],switch);
mux u2(w[13],w[3],w[15],switch);
mux u3(w[5],w[8],w[9],switch);
mux u4(a,b,w[14],switch);
delay d1(w[2],w[3],clk,rst);
delay d2(w[3],w[4],clk,rst);
delay d3(w[4],w[5],clk,rst);
delay d4(w[5],w[6],clk,rst);
delay d5(w[6],w[7],clk,rst);
delay d6(w[7],w[8],clk,rst);
delay d7(w[10],w[11],clk,rst);
delay d8(w[11],w[12],clk,rst); 
delay d9(w[12],w[13],clk,rst);
always@(posedge clk)
if(switch==0)
 Yn=w[3];
endmodule
module fulladd(a, b, cin, sum, cout);
input a,b,cin;
output sum,cout;
assign sum=(a^b^cin);
assign cout=((a&b)|(b&cin)|(a&cin));
endmodule
module ripplemod(a, b, cin, sum, cout);
input [15:0] a;
input [15:0] b;
input cin;
output [15:0]sum;
output cout;
wire[14:0] c;
fulladd a1(a[0],b[0],cin,sum[0],c[0]);
fulladd aa[15:2](a[14:1],b[14:1],c[13:0],sum[14:1],c[14:1]);
fulladd a16(a[15],b[15],c[14],sum[15],cout);
endmodule
module mux(i0,i1,out,s);
parameter n=16;
input [n-1:0]i0,i1;
input s;
output reg [n-1:0]out;
always@(s)
begin
	out=s?i1:i0;
end
endmodule
module delay(in,out,clk,rst);
parameter n=16;
input [n-1:0]in;
output reg [n-1:0]out;
input clk,rst;
always@(posedge clk)
begin
	out=rst?0:in;
end
endmodule
module mult_16X16(a,b,y
    );
    input [15:0] a, b;
    output  [15:0] y;
    wire    [15:0] ab0 = a & {16{b[0]}};
    wire    [15:0] ab1 = a & {16{b[1]}};
    wire    [15:0] ab2 = a & {16{b[2]}};
    wire    [15:0] ab3 = a & {16{b[3]}};
    wire    [15:0] ab4 = a & {16{b[4]}};
    wire    [15:0] ab5 = a & {16{b[5]}};
    wire    [15:0] ab6 = a & {16{b[6]}};
    wire    [15:0] ab7 = a & {16{b[7]}};
    wire    [15:0] ab8 = a & {16{b[8]}};
    wire    [15:0] ab9 = a & {16{b[9]}};
    wire    [15:0] ab10 = a & {16{b[10]}};
    wire    [15:0] ab11 = a & {16{b[11]}};
    wire    [15:0] ab12 = a & {16{b[12]}};
    wire    [15:0] ab13 = a & {16{b[13]}};
    wire    [15:0] ab14 = a & {16{b[14]}};
    wire    [15:0] ab15 = a & {16{b[15]}};
    assign y = ({16'b1, ~ab0[15], ab0[14:0]}
               +{15'b0, ~ab1[15], ab1[14:0],1'b0}
               +{14'b0, ~ab2[15], ab2[14:0],2'b0}
               +{13'b0, ~ab3[15], ab3[14:0],3'b0}
               +{12'b0, ~ab4[15], ab4[14:0],4'b0}
               +{11'b0, ~ab5[15], ab5[14:0],5'b0}
               +{10'b0, ~ab6[15], ab6[14:0],6'b0}
               +{9'b0,  ~ab7[15], ab7[14:0],7'b0}
                 +{8'b0,~ab8[15], ab8[14:0],8'b0}
                +{7'b0, ~ab9[15], ab9[14:0],9'b0}
               +{6'b0, ~ab10[15], ab10[14:0],10'b0}
               +{5'b0, ~ab11[15], ab11[14:0],11'b0}
                +{4'b0,~ab12[15], ab12[14:0],12'b0}
              + {3'b0, ~ab13[15], ab13[14:0],13'b0}
               +{2'b0, ~ab14[15], ab14[14:0],14'b0}
               + {1'b1, ab15[15],~ab15[14:0],15'b0});
endmodule
==> design/flow/run.sh <==
#!/bin/bash
# OpenROAD 26Q1-2900-gdf79404cd8, Yosys 0.63+post, stock flow scripts
make -C /OpenROAD-flow-scripts/flow DESIGN_CONFIG=/design/flow/config.mk WORK_HOME=/design/flow/orfs finish
==> design/flow/constraint.sdc <==
current_design folding_2

set clk_period 9.4
set clk_io_pct 0.2

create_clock -name clk0 -period $clk_period [get_ports {clk}]

set non_clock_inputs [all_inputs -no_clocks]
set_input_delay [expr $clk_period * $clk_io_pct] -clock clk0 $non_clock_inputs
set_output_delay [expr $clk_period * $clk_io_pct] -clock clk0 [all_outputs]
==> design/flow/config.mk <==
export PLATFORM = sky130hd
export DESIGN_NAME = folding_2
export DESIGN_NICKNAME = folding_2
export VERILOG_FILES = /design/flow/design.v
export SDC_FILE = /design/flow/constraint.sdc
export NUM_CORES = 4
export LEC_CHECK = 1
export CORE_UTILIZATION = 50
==> run notes <==
yosys + openroad results -> Worst slew margin 0.476, fin crit period 8.31 ns, core area 17400 µm², critical path capture point type flop, Fin. Hold Viols 0, Post CTS Setup Buffer Count 0, global-route wire length before repair 30000 µm, die width 136 µm, DRC Markers 0, Resized cells post-CTS 0, Post-Syn Area 8970 µm², CP max stage cell buf_4, IO Count 67, Crit path top cell by count fa_1, FP Util 0.515, post-DP HPWL 13800 µm, final non-filler cell total 1118, area share of the largest cell type after synthesis 0.321, Crit path arrival time 8.60 ns, CTS buffer count 17, syn avg cell area 11.0 µm², diode count 0, Fmax achieved 120 MHz, layout cells sized above 1 0.106, IO Port Bufs 66, DR iter-0 viols 204, RSZ-0062 raised after global routing false, Std-Cell Rows 48, vias in the first global route 5812, Final setup viols 0, dpl cells 1086, cells along the critical path buf_4, mux2_2, ha_1, fa_1, fa_1, fa_1, fa_1, fa_1, fa_1, fa_1, fa_1, fa_1, fa_1, fa_1, fa_1, fa_1, fa_1, xnor2_1, nor2_1, clock buffer depth 2, DIE AREA 18500 µm², cycle use final 0.885, Insertion Delay late pin 0.42 ns, outcome complete, no violations, Clock Pin Slew Worst Setup and Hold Paths 0.07 ns, Post-Syn Instances 819, Async SR Flop Fraction 0, worst vdd ir 0.000134 V, CTS tree built, static leakage 4.30 nW, Via-to-Cell Ratio 4.88, Largest stage delay, worst path 0.43 ns, maxcap violations 0, post-route ant nets 0, hold crit path type reg2reg, critical path type in2reg, cts hold-fix bufs 0, setup_tns 0 ns, YS chip area 8970 µm², Post-synth seq share 0.375, clk sinks 160, gpl congestion 0.885, final WL 18100 µm, main flop type dfxtp_1, CP Launch Type input pin, top cell types by occurrence after synthesis 144 x dfxtp_1, 143 x nor2b_1, 98 x fa_1, Die Ht 136 µm, crit path max fanout 39, Synth top cell by count dfxtp_1, Fin Hold WS 0.431 ns, post-synthesis cell type count 31, H-tree levels 4, Slew Limit Fails 0, CP Data Required Time 9.68 ns, worst-case clock skew 0.0203 ns, total power 1.57 mW, ys flops 160, YS warnings 3, pin count of the biggest net entering global routing 81, Layout Cell Area excl Fill 10400 µm², initial antenna violation count 0, total tool warning count 25, Post-Place Cell Area 9830 µm², grt ovf 0, Synth area leader dfxtp_1, Power Density 151 nW/µm², routed via count 5460, DR pass1 iterations 4, synth top area cells dfxtp_1 32%, fa_1 22%, nor2b_1 10%, hold-critical path depth 1, Root Buffer clkbuf_16, worst slew pin tran 0.764 ns, number of enable flip-flop cells 16, WL/cell 16.2 µm, Reg2Reg Depth 18, # Cells Yosys 819, global-route usage over all layers 0.229, area delta synth->final 15.9%
sequential cells by signal, summed over array words and instances (netlist names):
signal and cells:
Yn 16, d4.out 16, d6.out 16, d1.out 16, d8.out 16, d5.out 16, d3.out 16, d7.out 16
d9.out 16, d2.out 16
worst max-delay path: cells and delay by family:
| kind | cells | cell delay (ns) |
|---|---|---|
| and+or+nand+nor | 1 | 0.05 |
| xor gates and xnor gates | 1 | 0.16 |
| buffers and inverters | 1 | 0.43 |
| muxes | 1 | 0.40 |
| adders and majority gates | 15 | 5.65 |
per-stage QoR:
| step | worst slack, ns | util |
|---|---|---|
| 3_5_place_dp | 0.568 | 0.564 |
| 4_1_cts | 1.04 | 0.597 |
| 2_1_floorplan | 0.235 | - |
| 3_3_place_gp | 0.614 | 0.564 |
| 6_report | 1.09 | 0.597 |
| 5_1_grt | 0.860 | 0.597 |
worst paths after layout:
check / slack (ns) / startpoint / to
setup / recovery: 1.09 / switch / d1.out[15]
setup reg to reg: 2.85 / d1.out[0] / d1.out[15]
hold / removal: 0.43 / d4.out[11] / d5.out[11]
hold reg to reg: 0.43 / d4.out[11] / d5.out[11]
where the power goes:
part / switching, mW / internal (mW)
sequential: 0.0125 / 0.719
combinational: 0.0878 / 0.0871
clock: 0.293 / 0.374
metal layers:
layer	track usage	share of wire
met5	0	0
met4	0.0253	0.0099
met3	0.110	0.10
met2	0.324	0.43
met1	0.350	0.46
layout by cell type (no fill, tap or decap):
master           instances
nand2_2                  1
o21ai_0                  7
nand3_1                  3
clkinvlp_4               2
mux2i_1                 18
clkinv_4                 2
inv_1                   70
inv_6                    5
nor2_1                  59
xor2_1                   8
o21bai_1                 1
clkbuf_16               17
a21oi_1                  9
nand2b_1                 6
clkbuf_1                 1
dfxtp_1                144
bufinv_16                1
ha_1                    41
or3_1                    1
a32oi_1                  5
a21o_1                   3
nor3_1                   4
nor2b_1                143
xnor3_1                  2
fa_1                    98
or2_2                    3
o21a_1                   1
nand2_1                 68
edfxtp_1                16
inv_8                    3
buf_4                    9
xnor2_1                 26
mux2_4                   1
clkdlybuf4s50_1         64
clkinv_2                 1
mux2_2                  50
cell type report:
cell class	count	area, µm²
timing repair buffer	73	708
clock inverter	14	145
fill	1416	7010
sequential	160	3360
clock buffer	18	429
inverter	70	263
multi-input combinational	558	5210
tap	225	282
kinds of logic after synthesis:
kind of cell    Yosys count  share of synthesized area
flops                   160                      0.375
xor+xnor                 36                     0.0382
fa+ha+maj               139                      0.276
mux                      69                     0.0845
simple gates            288                      0.164
buf+inv                 101                     0.0443
compound gates           26                     0.0180
Power is estimated from default activity; no workload was simulated.
